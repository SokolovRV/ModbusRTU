### flow/config.mk
export PLATFORM = sky130hd
export DESIGN_NAME = data_demux_2
export DESIGN_NICKNAME = data_demux_2
export VERILOG_FILES = /design/flow/design.v
export SDC_FILE = /design/flow/constraint.sdc
export NUM_CORES = 4
export LEC_CHECK = 1
export CORE_UTILIZATION = 50
### flow/constraint.sdc
current_design data_demux_2

set clk_period 16.0
set clk_io_pct 0.2

create_clock -name clk0 -period $clk_period [get_ports {clk}]

set non_clock_inputs [all_inputs -no_clocks]
set_input_delay [expr $clk_period * $clk_io_pct] -clock clk0 $non_clock_inputs
set_output_delay [expr $clk_period * $clk_io_pct] -clock clk0 [all_outputs]
### flow/design.v
module data_demux_2 (
								input 		 clk,
								input [7:0]  adr,
								input [7:0]  n_data,
								input [15:0] data_in,
								input 		 data_strb,
								input        crc_validate,
								input 		 reset,
																	output reg [15:0] data_340_2,
																	output reg [15:0] data_341_2,
																	output reg [15:0] data_342_2,
																	output reg [15:0] data_343_2,
																	output reg [15:0] data_344_2,
																	output reg [15:0] data_345_2,
																	output reg [15:0] data_346_2,
																	output reg [15:0] data_347_2,
																	output reg [15:0] data_348_2,
																	output reg [15:0] data_349_2
																											);
parameter [7:0]  slave_id        = 2;
parameter [7:0]  number_of_reg   = 10;
(*ramstyle = "no_rw_check"*)reg [15:0] mem [number_of_reg:0];
      reg        previous_strb_0 =  1'b0;
		reg [15:0] data_buff       = 16'h0000;
		reg [7:0]  n               =  8'h00;
initial begin
	data_340_2 = 16'h0000;
	data_341_2 = 16'h0000;
	data_342_2 = 16'h0000;
	data_343_2 = 16'h0000;
	data_344_2 = 16'h0000;
	data_345_2 = 16'h0000;
	data_346_2 = 16'h0000;
	data_347_2 = 16'h0000; 
	data_348_2 = 16'h0000;
	data_349_2 = 16'h0000;
end
always @(posedge clk) begin
	if(reset)
		data_buff <= 16'h0000;
	else begin end
	previous_strb_0 <= data_strb;
	if(data_strb && !previous_strb_0 && adr == slave_id) begin
		mem[n_data] <= data_in;
	end
	else begin end
	if(crc_validate) begin	
			data_buff <= mem[n_data];
			n <= n_data;
	end
	else begin end
end
always @(posedge clk) begin
	if(reset) begin
		data_340_2 <= 16'h0000;
		data_341_2 <= 16'h0000;
		data_342_2 <= 16'h0000;
		data_343_2 <= 16'h0000;
		data_344_2 <= 16'h0000;
		data_345_2 <= 16'h0000;
		data_346_2 <= 16'h0000;
		data_347_2 <= 16'h0000; 
		data_348_2 <= 16'h0000;
		data_349_2 <= 16'h0000;
	end
	else begin
		case(n)
			1:  data_340_2 <= data_buff;
			2:  data_341_2 <= data_buff;
			3:  data_342_2 <= data_buff;
			4:  data_343_2 <= data_buff;
			5:  data_344_2 <= data_buff;
			6:  data_345_2 <= data_buff;
			7:  data_346_2 <= data_buff;
			8:  data_347_2 <= data_buff;
			9:  data_348_2 <= data_buff;
			10: data_349_2 <= data_buff;
			default: begin end
		endcase
	end
end
endmodule
### flow/run.sh
#!/bin/bash
# OpenROAD 26Q1-2900-gdf79404cd8, Yosys 0.63+post, stock flow scripts
make -C /OpenROAD-flow-scripts/flow DESIGN_CONFIG=/design/flow/config.mk WORK_HOME=/design/flow/orfs finish
==> GITHUB_STEP_SUMMARY <==
### Yosys + OpenROAD results

| Metric | Value |
|---|---|
| Gr usage total | `26.4%` |
| Avg WL per Cell | `21.8 um` |
| CTS sink count | `roughly 360` |
| Proportion of layout cells with a drive suffix above 1 | `14.7%` |
| EDFF count, synth | `about 200` |
| Commonest cells in the netlist | `200 x edfxtp_1, 161 x dfxtp_1, 133 x nand2b_1` |
| Reg2reg setup slack | `approximately 14,000 ps` |
| Vias in the first global route | `around 9,000` |
| Critical Path AT | `approximately 5400 ps` |
| Clock buffer depth | `3` |
| # Cells Yosys | `1,030` |
| GRT overflow | `0` |
| Initial Utilization | `a little over 50%` |
| DR vias/cell | `roughly 5.6` |
| Logic family by area | `multiplexers` |
| Hold Violations, Final | `0` |
| Lkg Pwr | `approximately 6.4 nW` |
| Post-CTS Setup Bufs | `0` |
| Drt drc | `0` |
| Count leader, synth | `edfxtp_1` |
| Antenna violations before repair | `0` |
| Avg Cell Area, Syn | `13.8 um2` |
| Largest net degree at the start of global routing | `around 100` |
| Reg area | `roughly 9200 um2` |
| Core area | `between 20,000 and 30,000 um2` |
| H-tree depth | `2` |
| Overall die width | `171 um` |
| Hold buffers post-CTS | `0` |
| DIE AREA | `slightly below 30,000 um2` |
| Met3 usage | `10.5%` |
| Synthesized cell area | `around 14,000 um2` |
| RSZ-0062 raised after global routing | `false` |
| Clock slew at reported path FFs | `~60 ps` |
| Dominant cell type by area after synthesis | `edfxtp_1` |
| Simple-Gate Fraction of Synth Area | `around a tenth` |
| Post-cts resize count | `0` |
| Ys async rst share | `0%` |
| FA/HA/MAJ Cells, Area Fraction | `0%` |
| Port bufs | `195` |
| Reg-to-reg critical path endpoint | `data_343_2[9]` |
| Total of fill cells in the finished design | `around 2,100` |
| Ports | `between 150 and 200` |
| Yosys cell types | `27` |
| Main flop type | `edfxtp_1` |
| Antenna Violating Nets Remaining | `0` |
| Mux cell area share | `about 15%` |
| Total CTS buffers | `39` |
| Max IR drop VDD | `approximately 110 uV` |
| Tool Warnings | `26` |
| Vert. Die Dim | `about 170 um` |
| Max_slew headroom | `39.3%` |
| Crit path from | `n_data[3]` |
| Synthesized registers | `361` |
| Routed WL | `35,200 um` |
| Syn. warnings | `1` |
| Via count | `around 9,000` |
| Max Cap Violations | `0` |
| Yosys synthesis chip area | `approximately 14,000 um2` |
| Area delta synth->final | `24.5%` |
| Outcome | `complete, no violations` |
| Final period util | `between 30% and 40%` |
| 1st-iter DRT viols | `about 620` |
| HP Class | `reg2reg` |
| Synth area leaders | `edfxtp_1 42%, dfxtp_1 23%, mux2i_1 9.0%, mux2_2 6.3%, nand2b_1 5.8%` |
| Global route hottest layer | `met1` |
| RR Startpoint | `n[5]` |
| Worst Setup Start Kind | `primary input` |
| Most flops, register | `mem` |
| Crit-path max FO | `36` |
| Final GP Congestion | `0.842` |
| Top cell area share | `about 42%` |
| Max FFs per register | `176` |
| Worst slew pin tran | `just over 900 ps` |
| Logic area | `around 4600 um2` |
| Pwr Total | `between 1.5 and 2 mW` |
| # setup viols final | `0` |
| Fin Setup TNS | `0 ps` |
| CTS Root Cell | `clkbuf_16` |
| XORs/XNORs by Area | `0%` |
| Clock skew | `approximately 19 ps` |
| CP required | `about 16,000 ps` |
| Clk latency of the worst-skew pair | `around 530 ps` |
| Aoi share | `under 10%` |
| First-pass GRT wire length | `around 53,000 um` |
| CTS tree | `built` |
| Synth Seq Share | `64.8%` |
| Post-layout min period | `roughly 5200 ps` |
| Final Max Slew Viols | `0` |
| Critical path class | `in2reg` |
| Met1 Usage GRT | `around two fifths` |
| First-pass DRT Iterations | `6` |
| Syn Inst Count | `~1,000` |
| CP Capture Point | `mem[9][6]` |
| Max Fclk | `0.192 GHz` |
| Row count | `61` |
| Crit. End Element | `flop` |
| Depth of the most critical reg-to-reg path | `4` |
| Power per Cell Area | `111 nW/um2` |
| Detailed Place HPWL | `22,200 um` |
| Met2 Use GR | `around two fifths` |
| N_diodes | `0` |
## worst min-delay path by stage
| stage | from | to | slack (ps) | cells after the start |
|---|---|---|---|---|
| global route | data_349_2[2] | data_349_2[2] | 490 | 2 |
| finish | data_348_2[13] | data_348_2[13] | 470 | 2 |
| CTS | data_348_2[13] | data_348_2[13] | 470 | 2 |
## critical path, cell delays in order
cell	delay, ps
clkdlybuf4s50_1	460
buf_4	380
nor2b_1	190
nand4_1	200
nor2_1	610
buf_4	350
## stage by stage
stage / area [um2] / cells / worst slack, ps / hold slack [ps] / util [%]
after detailed placement: 16500 / 1540 / 10310 / 460 / 58.9
after global routing: 17700 / 1612 / 10660 / 489 / 63.5
after global placement: 16500 / 1540 / 10320 / 454 / 58.9
after CTS: 17700 / 1612 / 10840 / 468 / 63.5
after floorplan: 14200 / 1030 / 10470 / 434 / -
final: 17700 / 1612 / 10800 / 468 / 63.5
## metal layers
metal  share of wire (%)  wire length [um]  up-vias
met3                  10              3550       52
met5                   0                 0        -
met1                  41             14500     4338
li1                    -                 -     4237
met4                 2.0               706        0
met2                  47             16400      383
## final cells by class
class | instances | area share [%]
Clock buffer | 53 | 6.14
Clock inverter | 19 | 1.01
Inverter | 2 | 0.0423
Multi-Input combinational cell | 576 | 25.9
Sequential cell | 361 | 52.0
Tap cell | 378 | 2.67
Timing Repair Buffer | 223 | 12.2
## layout by cell type (no fill, tap or decap), types with 12 or more instances in the layout
master	instances
mux2_2	80
o31ai_1	48
nand4_1	51
buf_4	30
a222oi_1	16
clkbuf_16	40
a221oi_1	16
a21oi_1	64
edfxtp_1	200
nand2b_1	133
nor2_1	12
dfxtp_1	161
mux2i_1	128
clkdlybuf4s50_1	193
## power breakdown
group | switching (mW) | total [mW] | internal, mW
clock | 0.351 | 0.878 | 0.527
combinational | 0.0593 | 0.0925 | 0.0332
sequential | 0.0107 | 0.996 | 0.985
total | 0.421 | 1.97 | 1.55
## cell families (layout without fill, tap and decap cells)
logic type	Yosys count	after routing
flip-flops	361	361
multiplexers	208	208
buffers and inverters	93	297
AND-OR/OR-AND	144	144
AND/OR/NAND/NOR	224	224
Power figures rest on the tool's default switching activity, not on a simulated workload.
