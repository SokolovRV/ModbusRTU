`/design/flow/design.v`:
```
module crc_16_rtu (
				   	  input 	     clk,
				   	  input 	     start,
				   	  input [7:0] byte_in,
				   	  input       reset,
				   	  						     output reg [15:0] crc_16,
				   	  						     output reg        busy
																						  );
localparam [15:0] polinom          = 16'hA001;
localparam [3:0]  IDLE             =  4'b0000;
localparam [3:0]  STAGE_0   	   =  4'b0001;
localparam [3:0]  STAGE_1          =  4'b0010;
localparam [3:0]  STAGE_2          =  4'b0011;
localparam [3:0]  STAGE_3          =  4'b0100;
localparam [3:0]  STAGE_4          =  4'b0101;
localparam [3:0]  STAGE_5          =  4'b0110;
localparam [3:0]  STAGE_6          =  4'b0111;
localparam [3:0]  STAGE_7          =  4'b1000;
localparam [3:0]  STAGE_8          =  4'b1001;
localparam [3:0]  STAGE_9          =  4'b1010;
	   reg [3:0]  state            =  4'b0000;
	   reg [15:0] crc              = 16'hFFFF;
	   reg [7:0]  byte_buff        =  8'h00;
	   reg        previous_strb    =  1'b0;
initial begin
	crc_16 = 16'h0000;
	busy   =  1'b0;
end
always @(posedge clk) begin
	if(reset) begin
		crc <= 16'hFFFF;
		previous_strb <= 1'b0;
		state <= 4'b0000;
		busy <= 1'b0;
	end
	else begin
		previous_strb <= start;
		case(state)
			IDLE: begin
				if(start && !previous_strb) begin
					state <= STAGE_0;
					byte_buff <= byte_in;
					busy <= 1'b1;
				end
				else begin
					state <= IDLE;
				end
			end
			STAGE_0: begin
				crc[7:0] <= crc[7:0] ^ byte_buff[7:0];
				state <= STAGE_1;
			end
			STAGE_1: begin
				if(crc & 16'h0001)
					crc <= (crc >> 16'h0001) ^ polinom;
				else
					crc <= crc >> 16'h0001;
				state <= STAGE_2;
			end
			STAGE_2: begin
				if(crc & 16'h0001)
					crc <= (crc >> 16'h0001) ^ polinom;
				else
					crc <= crc >> 16'h0001;
				state <= STAGE_3;
			end
			STAGE_3: begin
				if(crc & 16'h0001)
					crc <= (crc >> 16'h0001) ^ polinom;
				else
					crc <= crc >> 16'h0001;
				state <= STAGE_4;
			end
			STAGE_4: begin
				if(crc & 16'h0001)
					crc <= (crc >> 16'h0001) ^ polinom;
				else
					crc <= crc >> 16'h0001;
				state <= STAGE_5;
			end
			STAGE_5: begin
				if(crc & 16'h0001)
					crc <= (crc >> 16'h0001) ^ polinom;
				else
					crc <= crc >> 16'h0001;
				state <= STAGE_6;
			end
			STAGE_6: begin
				if(crc & 16'h0001)
					crc <= (crc >> 16'h0001) ^ polinom;
				else
					crc <= crc >> 16'h0001;
				state <= STAGE_7;
			end
			STAGE_7: begin
				if(crc & 16'h0001)
					crc <= (crc >> 16'h0001) ^ polinom;
				else
					crc <= crc >> 16'h0001;
				state <= STAGE_8;
			end
			STAGE_8: begin
				if(crc & 16'h0001)
					crc <= (crc >> 16'h0001) ^ polinom;
				else
					crc <= crc >> 16'h0001;
				state <= STAGE_9;
			end
			STAGE_9: begin
				crc_16 <= crc;
				busy <= 1'b0;
				state <= IDLE;
			end
			default begin
				state <= IDLE;
			end
		endcase
	end
end
endmodule
```
`/design/flow/run.sh`:
```
#!/bin/bash
# OpenROAD 26Q1-2900-gdf79404cd8, Yosys 0.63+post, stock flow scripts
make -C /OpenROAD-flow-scripts/flow DESIGN_CONFIG=/design/flow/config.mk WORK_HOME=/design/flow/orfs finish
```
`/design/flow/config.mk`:
```
export PLATFORM = sky130hd
export DESIGN_NAME = crc_16_rtu
export DESIGN_NICKNAME = crc_16_rtu
export VERILOG_FILES = /design/flow/design.v
export SDC_FILE = /design/flow/constraint.sdc
export NUM_CORES = 4
export LEC_CHECK = 1
export CORE_AREA = 10 10 109 109
export DIE_AREA = 0 0 119 119
```
`/design/flow/constraint.sdc`:
```
current_design crc_16_rtu

set clk_period 3.5
set clk_io_pct 0.2

create_clock -name clk0 -period $clk_period [get_ports {clk}]

set non_clock_inputs [all_inputs -no_clocks]
set_input_delay [expr $clk_period * $clk_io_pct] -clock clk0 $non_clock_inputs
set_output_delay [expr $clk_period * $clk_io_pct] -clock clk0 [all_outputs]
```
==> reports/results.ini <==
[sta]
slew_headroom_pct = 39.5
tightest_slew_ns = 0.903
slew_violations = 0
min_period_ns = 2.05
fin_crit_sh_pct = 58.7
finalHoldViolCount = 0
rsz0062_at_grt = false
setup-tns-final_ns = 0
max_freq_ghz = 0.487
finClkSkew_ns = 0.0138
finalSetupViolCount = 0

[clocking]
clock-root-buffer = clkbuf_8
clock-sinks = 46
clk_pin_slew_ns = 0.09
post_cts_resized = 0
postCtsSetupBuffers = 0
numCtsBuffers = 5
clock_path_buffers = 2
clkLatencyLatePin_ns = 0.30
htree_levels = 2
tritoncts = built
hold_buffers = 0

[pwr]
pwr-share-seq_pct = 58.8
p_int_uw = 820
clkPwrFrac_pct = 28.5
power_density_nw_per_um2 = 497
power_switching_uw = 286
swShare_pct = 25.8
pwr-share-comb_pct = 12.7
max-vdd-ir-drop_mv = 0.209
leakage_nw = 0.800

[setup_path]
path_max_fanout = 20
critPathTopFamily = buffers and inverters
endpoint_kind = register
worstPathRequired_ns = 3.42
r2r_cells = 4
r2r-end = crc[3]
start_kind = input port
crit_type = in -> reg
reg2reg_from = state[3]
cp_num_buf_inv = 2
crit_chain = clkdlybuf4s50_1, buf_4, nor2_1
reg2reg_setup_slack_ns = 1.59
cp_data_arrival_time_ns = 1.98
cp_slowest_stage_delay_ns = 0.52
worst_path_max_delay_cell = clkdlybuf4s50_1

[synth]
topCellsByArea = edfxtp_1 42%, dfxtp_1 25%, nand2_1 5.0%
synth_cells = 145
yosysSeqAreaShare_pct = 67.1
synth_flops = 46
ys.warnings.count = 1
synth.top_cell.area_share_pct = 41.6
synth_area_leader_cell = edfxtp_1
syn_area_per_cell_um2 = 11.9
yosysUniqueCellTypes = 26
yosys_area_um2 = 1730
syn_area_um2 = 1730
ys_cells = 145

[outcome]
status = finished clean

[finish]
final_common_cell = clkdlybuf4s50_1
syn2layout_area_growth_pct = 28.5
final_cell_mix = 27 x clkdlybuf4s50_1, 24 x edfxtp_1, 23 x nand2_1, 22 x dfxtp_1, 16 x nor2_1
stdcell_area_um2 = 2230
fin_cells = 308
drive_above_1_share_pct = 6.29

[hold_path]
hold_class = reg -> reg
min_path_cells = 2
min-delay-start = busy
hold_end = busy

[place]
dpl_cell_area_um2 = 2140
dp_cells = 300
portBuffers = 27
dpl.hpwl_um = 2400
place_congestion = 0.770

[routing]
drt-wirelength-per-cell_um = 10.6
routed_wl_um = 3280
num_antenna_cells = 0
drtPass1Iterations = 4
num_vias = 1107
drc = 0
drt_iter0_markers = 86
vias_per_cell = 3.59
ant_nets = 0

[job]
tool_warnings = 25
maxCapViolations = 0

[global_routing]
grt_use_total_pct = 4.59
grt_overflow = 0
grt_pass1_wl_um = 5420
antenna_found_initial = 0
grt_pass1_vias = 1066
grt_max_degree = 21

[die]
coreArea_um2 = 9640
die_h_um = 119
chipArea_um2 = 14200
fp-utilization_pct = 18.0
io_pins = 28
die_w_um = 119
fp-row-count = 36

cell type report:
cell class | instances | area, µm²
tap | 133 | 166
clock inverter | 3 | 18.8
multi-input combinational | 89 | 514
inverter | 3 | 11.3
clock buffer | 5 | 68.8
timing repair buffer | 29 | 285
fill | 1061 | 7410
sequential | 46 | 1160
tightest hold or removal path, stage by stage, from the launching register on:
cell and delay, ns:
dfxtp_1 0.32, inv_1 0.05, a21oi_1 0.05
metal layers:
metal / vias up / global-route usage, % / share of wire, %
li1: 573 / - / -
met1: 501 / 7.02 / 53
met3: 5 / 1.49 / 5.7
met4: 0 / 0.840 / 1.9
met5: - / 0 / 0
met2: 28 / 6.26 / 40
state kept, by name, indices dropped and copies added, names as in the netlist:
name and count:
crc 16, byte_buff 8, crc_16 16, state 4, busy 1, previous_strb 1
worst max-delay path by stage:
stage / startpoint / to / slack [ns] / depth (start not counted)
4_1_cts: reset / byte_buff[5] / 1.44 / 3
5_1_grt: reset / byte_buff[5] / 1.34 / 3
6_report: reset / byte_buff[6] / 1.45 / 3
metrics by stage:
| stage | utilization (%) | hold slack [ns] | setup WS (ns) | total power, mW |
|---|---|---|---|---|
| after floorplan | - | 0.407 | 1.53 | 0.765 |
| after global placement | 22.2 | 0.445 | 1.20 | 0.799 |
| after detailed placement | 22.2 | 0.444 | 1.13 | 0.802 |
| after CTS | 23.1 | 0.462 | 1.44 | 1.11 |
| after global routing | 23.1 | 0.493 | 1.34 | 1.17 |
| final | 23.1 | 0.454 | 1.45 | 1.11 |
Yosys cell counts:
master    instances
edfxtp_1         24
nor2b_1           3
nor2_1           16
o31a_1            1
o21a_1            2
nand3b_1          7
nand2_1          23
dfxtp_1          22
a32oi_1           1
inv_1             3
clkbuf_1          2
xnor2_1           2
mux2i_1           8
a21oi_1           3
buf_2             3
nand4_1           1
o21ai_0           7
a211oi_1          1
nor3_1            2
nand2b_1          1
a211o_1           1
nand4b_1          1
buf_6             2
a22oi_1           7
or2_1             1
nor3_2            1
power groups by stage:
| stage | registers [mW] | logic (mW) | clock network, mW |
|---|---|---|---|
| after CTS | 0.649 | 0.141 | 0.323 |
| after global routing | 0.658 | 0.162 | 0.347 |
| final | 0.650 | 0.140 | 0.315 |
kinds of logic after synthesis:
family | after synthesis | share of synthesized area (%)
simple gates | 56 | 15.3
flops | 46 | 67.1
compound gates | 23 | 8.74
buf+inv | 10 | 3.25
mux | 8 | 4.62
xor+xnor | 2 | 1.01
Power is estimated from default activity; no workload was simulated.
