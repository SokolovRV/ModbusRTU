### /design/flow/run.sh
#!/bin/bash
# OpenROAD 26Q1-2900-gdf79404cd8, Yosys 0.63+post, stock flow scripts
make -C /OpenROAD-flow-scripts/flow DESIGN_CONFIG=/design/flow/config.mk WORK_HOME=/design/flow/orfs finish
### /design/flow/config.mk
export PLATFORM = sky130hd
export DESIGN_NAME = data_demux_1
export DESIGN_NICKNAME = data_demux_1
export VERILOG_FILES = /design/flow/design.v
export SDC_FILE = /design/flow/constraint.sdc
export NUM_CORES = 4
export LEC_CHECK = 1
export CORE_UTILIZATION = 30
### /design/flow/constraint.sdc
current_design data_demux_1

set clk_period 16.0
set clk_io_pct 0.2

create_clock -name clk0 -period $clk_period [get_ports {clk}]

set non_clock_inputs [all_inputs -no_clocks]
set_input_delay [expr $clk_period * $clk_io_pct] -clock clk0 $non_clock_inputs
set_output_delay [expr $clk_period * $clk_io_pct] -clock clk0 [all_outputs]
### /design/flow/design.v
module data_demux_1 (
								input 		 clk,
								input [7:0]  adr,
								input [7:0]  n_data,
								input [15:0] data_in,
								input 		 data_strb,
								input        crc_validate,
								input 		 reset,
																	output reg [15:0] data_340_1,
																	output reg [15:0] data_341_1,
																	output reg [15:0] data_342_1,
																	output reg [15:0] data_343_1,
																	output reg [15:0] data_344_1,
																	output reg [15:0] data_345_1,
																	output reg [15:0] data_346_1,
																	output reg [15:0] data_347_1,
																	output reg [15:0] data_348_1,
																	output reg [15:0] data_349_1
																											);
parameter [7:0]  slave_id        = 1;
parameter [7:0]  number_of_reg   = 10;
(*ramstyle = "no_rw_check"*)reg [15:0] mem [number_of_reg:0];
      reg        previous_strb_0 =  1'b0;
		reg [15:0] data_buff       = 16'h0000;
		reg [7:0]  n                =  8'h00;
initial begin
	data_340_1 = 16'h0000;
	data_341_1 = 16'h0000;
	data_342_1 = 16'h0000;
	data_343_1 = 16'h0000;
	data_344_1 = 16'h0000;
	data_345_1 = 16'h0000;
	data_346_1 = 16'h0000;
	data_347_1 = 16'h0000; 
	data_348_1 = 16'h0000;
	data_349_1 = 16'h0000;
end
always @(posedge clk) begin
	if(reset)
		data_buff <= 16'h0000;
	else begin end
	previous_strb_0 <= data_strb;
	if(data_strb && !previous_strb_0 && adr == slave_id) begin
		mem[n_data] <= data_in;
	end
	else begin end
	if(crc_validate) begin	
			data_buff <= mem[n_data];
			n <= n_data;
	end
	else begin end
end
always @(posedge clk) begin
	if(reset) begin
		data_340_1 <= 16'h0000;
		data_341_1 <= 16'h0000;
		data_342_1 <= 16'h0000;
		data_343_1 <= 16'h0000;
		data_344_1 <= 16'h0000;
		data_345_1 <= 16'h0000;
		data_346_1 <= 16'h0000;
		data_347_1 <= 16'h0000; 
		data_348_1 <= 16'h0000;
		data_349_1 <= 16'h0000;
	end
	else begin
		case(n)
			1:  data_340_1 <= data_buff;
			2:  data_341_1 <= data_buff;
			3:  data_342_1 <= data_buff;
			4:  data_343_1 <= data_buff;
			5:  data_344_1 <= data_buff;
			6:  data_345_1 <= data_buff;
			7:  data_346_1 <= data_buff;
			8:  data_347_1 <= data_buff;
			9:  data_348_1 <= data_buff;
			10: data_349_1 <= data_buff;
			default: begin end
		endcase
	end
end
endmodule
==> flow_metrics.env <==
# yosys + openroad results
export IMPL_hold_buffers=0
export IMPL_grt_setup_unrepaired="false"
export IMPL_regMostFlops="mem"
export IMPL_die_height_um=220
export IMPL_cts_buffer_depth=3
export IMPL_post_route_drc_count=0
export IMPL_finalMaxSlewViolations=0
export IMPL_worstSetupEndpointType="flop"
export IMPL_place_inst=1770
export IMPL_p_int_mw=1.52
export IMPL_grt_max_degree=63
export IMPL_gr_usage_met2_pct=24.2
export IMPL_crit_arrival_ns=5.23
export IMPL_postRouteAntennaNets=0
export IMPL_drive_gt1_share_pct=14.6
export IMPL_combPwrFrac_pct=4.9
export IMPL_synth_area_leader_cell="edfxtp_1"
export IMPL_hpwl_um=25400
export IMPL_fin_crit_ns=5.01
export IMPL_synth_area_um2=14200
export IMPL_grt_busiest_layer="met2"
export IMPL_cts_tree="yes"
export IMPL_diodes=0
export IMPL_top_cell="edfxtp_1"
export IMPL_power_share_sequential_pct=51.1
export IMPL_clkTransAtPathRegs_ns=0.06
export IMPL_p_sw_uw=427
export IMPL_clk_latency_ns=0.54
export IMPL_die_area_um2=48400
export IMPL_async_flop_share_pct=0
export IMPL_ys_seq_share_pct=64.8
export IMPL_ys_cells=1030
export IMPL_synth_seq_cells=361
export IMPL_grt_pass1_wl_um=57200
export IMPL_hold_viol=0
export IMPL_track_usage_pct=16.3
export IMPL_coreArea_um2=46700
export IMPL_power_share_clock_pct=44.0
export IMPL_max_slew_margin_rel_pct=39.3
export IMPL_edf_count=200
export IMPL_synth_top_flop_cell="edfxtp_1"
export IMPL_nFillCells=4297
export IMPL_setup_viol=0
export IMPL_viasPerCell=4.90
export IMPL_tns_ns=0
export IMPL_boundaryPins=196
export IMPL_wl_um=37900
export IMPL_tritoncts_num_sinks=361
export IMPL_syn_instance_count=1030
export IMPL_num_rows=79
export IMPL_antenna_found_initial=0
export IMPL_htree_levels=2
export IMPL_log_warning_count=25
export IMPL_die_w_um=220
export IMPL_finalCritPeriodShare_pct=31.3
export IMPL_use_met3_pct=7.98
export IMPL_synth_cell_types=27
export IMPL_drt_iter0_markers=529
export IMPL_fp_util_pct=30.5
export IMPL_swShare_pct=21.9
export IMPL_peakVddDrop_uv=67.2
export IMPL_wl_per_cell_um=20.6
export IMPL_largest_reg_flops=176
export IMPL_status="finished, final reports clean"
export IMPL_hp_class="reg2reg"
export IMPL_yosys_top_cells_area="edfxtp_1 (42%), dfxtp_1 (23%), mux2i_1 (9.0%)"
export IMPL_areaGrowthSynthToFinish_pct=26.3
export IMPL_port_buffers=195
export IMPL_synth_avg_cell_area_um2=13.8
export IMPL_max_freq_ghz=0.199
export IMPL_dr_pass1_iters=26
export IMPL_leakagePower_nw=6.40
export IMPL_gp_congestion=0.853
export IMPL_vias=9027
export IMPL_final_cells=1841
export IMPL_cts_buffers=39
export IMPL_ys_warnings_count=1
export IMPL_power_density_nw_per_um2=108
export IMPL_start_kind="input port"
export IMPL_met1_usage_pct=22.9
export IMPL_clockRootBuffer="clkbuf_16"
export IMPL_path_max_fanout=16
export IMPL_globalRouteOverflowTotal=0
export IMPL_max_cap_viol_count=0
export IMPL_synthDominantCellAreaShare_pct=42.2
export IMPL_top_cells_by_count="edfxtp_1 (200), dfxtp_1 (161), nand2b_1 (133)"
export IMPL_clock_skew_ns=0.0178
export IMPL_cts_resized=0
export IMPL_ys_area_um2=14200
export IMPL_crit_type="in2reg"
export IMPL_tightest_slew_ns=0.910
export IMPL_postCtsSetupRepairBufs=0
export IMPL_worstPathRequired_ns=16.21
export IMPL_grt_pass1_vias=9188
[cell usage in the layout (no fill, tap or decap), types with 31 or more instances in the layout]
master           instances
a21oi_1                 64
buf_4                   31
clkbuf_16               39
clkdlybuf4s50_1        193
dfxtp_1                161
edfxtp_1               200
mux2_2                  80
mux2i_1                128
nand2b_1               132
nand4_1                 51
o31ai_1                 48
[logic make-up (layout without fill, tap and decap cells)]
kind of cell	Yosys count	count (layout)	share of synthesized area, %
buffers and inverters	93	297	3.08
flip-flops	361	361	64.8
AND-OR/OR-AND	144	144	6.89
AND/OR/NAND/NOR	224	224	9.93
multiplexers	208	208	15.3
[through the flow]
step	util, %	worst slack (ns)	area, um^2	hold WS, ns	total power, mW
after global routing	38.6	10.88	18000	0.484	2.02
after detailed placement	35.9	10.48	16800	0.458	1.11
after floorplan	-	10.47	14200	0.434	1.06
final	38.6	10.99	18000	0.466	1.95
after CTS	38.6	11.04	18000	0.466	1.98
after global placement	35.9	10.54	16800	0.457	1.11
[power groups by stage]
stage,logic (mW),clock network (mW),registers [mW]
after CTS,0.0962,0.884,0.997
after global routing,0.103,0.920,0.997
final,0.0952,0.857,0.996
[critical path: stages]
cell,delay (ns)
clkdlybuf4s50_1,0.40
nor4_1,0.70
nand4_1,0.43
nor2_1,0.21
buf_4,0.28
[area by class of cell]
| cell class | instances | area, um^2 | area share (%) |
|---|---|---|---|
| Tap cell | 607 | 759 | 4.22 |
| Clock inverter | 24 | 201 | 1.12 |
| Clock buffer | 47 | 1020 | 5.65 |
| Sequential cell | 361 | 9230 | 51.3 |
| Multi-Input combinational cell | 576 | 4610 | 25.6 |
| Timing Repair Buffer | 224 | 2160 | 12.0 |
| Inverter | 2 | 7.51 | 0.0417 |
[per-layer routing]
layer | routed length (um) | vias up | share of wire [%]
met3 | 5090 | 41 | 13
met2 | 16500 | 415 | 44
met1 | 15700 | 4343 | 41
met5 | 0 | - | 0
met4 | 535 | 0 | 1.4
li1 | - | 4228 | -
[worst paths after layout]
path	start	end	slack, ns	cells past startpoint
setup / recovery	adr[5]	mem[6][0]$_DFFE_PP_	10.99	5
hold / removal	data_349_1[9]$_SDFFE_PP0N_	data_349_1[9]$_SDFFE_PP0N_	0.47	2
setup reg to reg	n[5]$_DFFE_PP_	data_341_1[5]$_SDFFE_PP0N_	13.57	3
hold reg to reg	data_349_1[9]$_SDFFE_PP0N_	data_349_1[9]$_SDFFE_PP0N_	0.47	2
Power figures rest on the tool's default switching activity, not on a simulated workload.
